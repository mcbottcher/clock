==> flow/constraint.sdc <==
current_design counter_load

set clk_period 1.6
set clk_io_pct 0.2

create_clock -name clk0 -period $clk_period [get_ports {clk}]

set non_clock_inputs [all_inputs -no_clocks]
set_input_delay [expr $clk_period * $clk_io_pct] -clock clk0 $non_clock_inputs
set_output_delay [expr $clk_period * $clk_io_pct] -clock clk0 [all_outputs]
==> flow/design.v <==
`timescale 1ns / 1ps
module counter_load(
input wire clk,
input wire a_clr,
output wire [7:0] count_out
    );
reg [7:0] int_count = 0;
always @(posedge clk or posedge a_clr)
    begin
        if(a_clr) begin
            int_count <= 0;
        end else begin
            int_count <= int_count + 1;
        end
    end
assign count_out = int_count;
endmodule
==> flow/run.sh <==
#!/bin/bash
# OpenROAD 26Q1-2900-gdf79404cd8, Yosys 0.63+post, stock flow scripts
make -C /OpenROAD-flow-scripts/flow DESIGN_CONFIG=/design/flow/config.mk WORK_HOME=/design/flow/orfs finish
==> flow/config.mk <==
export PLATFORM = sky130hd
export DESIGN_NAME = counter_load
export DESIGN_NICKNAME = counter_load
export VERILOG_FILES = /design/flow/design.v
export SDC_FILE = /design/flow/constraint.sdc
export NUM_CORES = 4
export LEC_CHECK = 1
export CORE_AREA = 10 10 70 70
export DIE_AREA = 0 0 80 80
==> results_slide.txt <==
Run Summary

Status
  • Status: finished clean

Timing
  • Actual slew at the worst max-slew pin: 0.3048 ns
  • Slew Limit Fails: 0
  • Setup Viol. Count Final: 0
  • Final hold vios: 0
  • Fmax: 665.4 MHz
  • Rel. slew slack: 79.66%
  • Fin Clk Skew: 0.003338 ns
  • Ratio of final minimum period to clock period: 93.93%
  • Period minus WS final: 1.503 ns
  • Setup tns final: 0 ns
  • Unrepaired setup endpoints after global routing: no

Place
  • IO Port Bufs: 9
  • Final GP Congestion: 0.6618
  • HPWL after DPL: 592 um

Worst setup path
  • Max incr delay on CP: 0.51 ns
  • Worst-path fanout max: 5
  • Startpoint Class: flip-flop
  • Crit-path cells: clkdlybuf4s50_1
  • Worst Setup Path Type: reg2out
  • CP max stage cell: clkdlybuf4s50_1
  • Setup crit start: int_count[2]
  • Critical Path AT: 1.18 ns
  • Top Family by Delay on Critical Path: buffers and inverters
  • Worst r2r src: int_count[2]
  • CP bufs+invs: 1
  • Worst path required time: 1.28 ns
  • Element type at the critical path end: output pin

Yosys
  • Synth top cells by count: dfrtp_1, xnor2_1, xor2_1
  • Post-synth EDFFs: 0
  • Chip area in the Yosys report: 320.3 um2
  • Yosys cell count: 25
  • Biggest area cells: dfrtp_1, xnor2_1, xor2_1
  • Syn Area/Cell: 12.81 um2
  • Distinct cells, synth: 11
  • Seq share, synth: 62.50%
  • Most numerous cell in the Yosys netlist: dfrtp_1
  • Syn. warnings: 1
  • Mapped Area: 320.3 um2
  • Largest area contributor in the netlist: dfrtp_1
  • Cells after Synth: 25
  • Max-area cell share: 62.50%
  • Commonest flop: dfrtp_1
  • Asr flop ratio synth: 100.0%
  • Synth Register Bits: 8

Clocking
  • TritonCTS Buffers: 3
  • CTS root buf: clkbuf_4
  • Resize count post-CTS: 0
  • CTS tree: built
  • H-tree depth: 1
  • Worst-path clk slew: 0.05 ns
  • Total setup buffers inserted after CTS: 0
  • Clk latency of the worst-skew pair: 0.25 ns
  • CTS Sinks: 8
  • Max Root-Sink Buffers: 2
  • Cts hold-fix bufs: 0

Power and ir drop
  • Tot Pwr: 358.2 uW
  • Power density cells: 730.2 mW/mm2
  • Leak: 0.2021 nW
  • Worst VDD drop: 262.3 uV

Layout
  • Biggest registers after layout: int_count x8
  • Final core area utilization: 14.36%
  • Max reg flops: 8
  • Share of post-route cells with drive strength above 1: 13.51%
  • Most flops, register: int_count
  • Layout fillers: 397
  • Area growth, synth to finish: 53.12%

Drt
  • DRC viols: 0
  • Vias/cell: 2.482
  • Detailed-route via count: 206
  • N_diodes: 0
  • ANT nets after route: 0
  • Drt first-iter violations: 5
  • Avg WL per Cell: 8.542 um
  • Final WL: 709 um
  • TritonRoute pass-1 iters: 2

Die
  • Top-level I/O count: 10
  • Site Rows: 21
  • Die area: 0.006400 mm2
  • Core box area: 0.003416 mm2
  • Die Span X: 80 um
  • Die H: 80 um
  • Fp_density: 9.377%

Worst hold path
  • Hold Path Class: in2async

Global routing
  • Grt peak-use layer: met2
  • Routing usage on met1: 2.981%
  • First-pass GRT wire length: 1166 um
  • Met3 Use GR: 1.136%
  • Vias in the first global route: 230
  • Tot GR Track Use: 2.378%
  • GR Overflow Total: 0
  • Pin count of the biggest net entering global routing: 9
  • Met2 Use GR: 3.612%
  • Initial antenna violation count: 0

Job
  • OpenROAD warning count: 25
  • Max_cap viols: 0
-- power breakdown --
| group | internal (mW) | leakage [nW] | switching [mW] | total [mW] |
|---|---|---|---|---|
| clock | 0.0855 | 0.0138 | 0.0637 | 0.149 |
| combinational | 0.00229 | 0.0863 | 0.00405 | 0.00634 |
| sequential | 0.203 | 0.102 | 0 | 0.203 |
-- cell families after synthesis --
family,after synthesis,share of synthesized area (%)
adder cells (fa/ha/maj),1,3.906
buffers and inverters,2,2.345
XOR/XNOR,6,16.41
AND/OR/NAND/NOR,8,14.85
flip-flops,8,62.50
-- placed cells by master, fill, tap and decap left out --
| master | count |
|---|---|
| clkdlybuf4s50_1 | 9 |
| dfrtp_1 | 8 |
| xor2_1 | 3 |
| xnor2_1 | 3 |
| clkbuf_4 | 3 |
| nand2_1 | 2 |
| nand3_1 | 2 |
| inv_1 | 2 |
| nand3_2 | 1 |
| nor3_2 | 1 |
| and3_1 | 1 |
| nor2_1 | 1 |
| ha_1 | 1 |
-- through the flow --
step | hold WS [ns] | setup WS (ns) | area [um2] | instances
after detailed placement | 0.4657 | 0.3389 | 467.9 | 80
after floorplan | 0.1357 | 0.6935 | 320.3 | 25
after CTS | 0.3342 | 0.06544 | 490.5 | 83
after global routing | 0.3489 | 0.05015 | 490.5 | 83
final | 0.3199 | 0.09706 | 490.5 | 83
after global placement | 0.4828 | 0.3370 | 467.9 | 80
-- routing by layer --
layer,up-vias,share of wire [%]
li1,104,-
met1,95,51
met2,7,44
met3,0,5.5
met4,0,0
met5,-,0
-- worst paths after layout --
| kind | end | slack [ns] | cells past startpoint |
|---|---|---|---|
| min in group clk0 | int_count[7] | 0.47 | 1 |
| hold / removal | int_count[7] | 0.32 | 2 |
| max in group asynchronous | int_count[0] | 1.05 | 2 |
| setup / recovery | count_out[2] | 0.1 | 1 |
| hold reg to reg | int_count[7] | 0.47 | 1 |
| setup reg to reg | int_count[7] | 0.59 | 3 |
-- layout make-up --
cell class              instances  area [um2]  share of cell area, %
clock buffers                   3       22.52                  4.592
flip-flops and latches          8       200.2                  40.82
inverters                       2       7.507                  1.531
repair buffers                  9       90.09                  18.37
multi-input cells              15       112.6                  22.96
well taps                      46       57.56                  11.73
Power and IR drop assume default switching activity.
